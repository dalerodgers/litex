File: /design/flow/run.sh
#!/bin/bash
# OpenROAD 26Q1-2900-gdf79404cd8, Yosys 0.63+post, stock flow scripts
make -C /OpenROAD-flow-scripts/flow DESIGN_CONFIG=/design/flow/config.mk WORK_HOME=/design/flow/orfs finish
File: /design/flow/config.mk
export PLATFORM = sky130hd
export DESIGN_NAME = motor_pwm
export DESIGN_NICKNAME = motor_pwm
export VERILOG_FILES = /design/flow/design.v
export SDC_FILE = /design/flow/constraint.sdc
export NUM_CORES = 4
export LEC_CHECK = 1
export CORE_UTILIZATION = 40
File: /design/flow/constraint.sdc
current_design motor_pwm

set clk_period 21.9
set clk_io_pct 0.2

create_clock -name clk0 -period $clk_period [get_ports {iCLK}]

set non_clock_inputs [all_inputs -no_clocks]
set_input_delay [expr $clk_period * $clk_io_pct] -clock clk0 $non_clock_inputs
set_output_delay [expr $clk_period * $clk_io_pct] -clock clk0 [all_outputs]
File: /design/flow/design.v
module motor_pwm_phase #(parameter SIZE=16)(
                        iCLK, iENABLE,
                        iPERIOD, iDUTY, iDEADBAND,
                        iCOUNTER,
                        oPAD_P, oPAD_N );
  input iCLK, iENABLE;
  input [SIZE-1:0] iPERIOD, iDUTY, iDEADBAND, iCOUNTER;
  output oPAD_P, oPAD_N;
  reg [SIZE-1:0] A, B, C, D;
  reg pad_p, pad_n;
  initial begin
    pad_p <= 0;
    pad_n <= 1;
    A = -16'd1;
    B = -16'd1;
    C = 0;
    D = 0;
  end
  always @( negedge iCLK or negedge iENABLE )
  begin
    if( !iENABLE ) begin
      pad_p <= 0;
      pad_n <= 1;
      A = -16'd1;
      B = -16'd1;
      C = 0;
      D = 0;
    end else begin
      if( iCOUNTER == 0 ) begin
        A = ( iPERIOD - iDUTY ) >> 1;
        B = A + iDEADBAND;
        C = A + iDUTY;
        D = C + iDEADBAND;
      end
      if( ( iCOUNTER < A ) || ( iCOUNTER > D ) ) begin
        pad_n <= 1;
      end else begin
        pad_n <= 0;
      end
      if( ( iCOUNTER < B ) || ( iCOUNTER > C ) ) begin
        pad_p <= 0;
      end else begin
        pad_p <= 1;
      end
    end
  end
  assign oPAD_P = pad_p;
  assign oPAD_N = pad_n;
endmodule
module motor_pwm #(parameter SIZE=16)(
                    iCLK, iENABLE,
                    iPERIOD, iDEADBAND,
                    iDUTY_A, iDUTY_B, iDUTY_C,
                    oPAD_AP, oPAD_AN,
                    oPAD_BP, oPAD_BN,
                    oPAD_CP, oPAD_CN );
  input iCLK, iENABLE;
  input [SIZE-1:0] iPERIOD, iDEADBAND;
  input [SIZE-1:0] iDUTY_A, iDUTY_B, iDUTY_C;
  output oPAD_AP, oPAD_AN;
  output oPAD_BP, oPAD_BN;
  output oPAD_CP, oPAD_CN;
  reg [SIZE-1:0] counter;
  motor_pwm_phase phaseA ( iCLK, iENABLE,
                           iPERIOD, iDUTY_A, iDEADBAND,
                           counter,
                           oPAD_AP, oPAD_AN );
  motor_pwm_phase phaseB ( iCLK, iENABLE,
                           iPERIOD, iDUTY_B, iDEADBAND,
                           counter,
                           oPAD_BP, oPAD_BN );
  motor_pwm_phase phaseC ( iCLK, iENABLE,
                           iPERIOD, iDUTY_C, iDEADBAND,
                           counter,
                           oPAD_CP, oPAD_CN );
  initial begin
    counter = 0;
  end
  always @( posedge iCLK or negedge iENABLE )
  begin
    if( !iENABLE ) begin
      counter <= 16'hFFFF;
    end else begin
      counter <= counter + 1;
      if( counter >= iPERIOD ) begin
        counter <= 0;
      end
    end
  end
endmodule
==> flow_summary_export.csv <==
group,metric,value,unit
sta,finClkSkew,58.8,ps
setup_path,max_stage_delay,580,ps
grt,grt_max_degree,126,
setup_path,r2r_end,"phaseB.pad_p",
clock_network,clock_insertion_delay_worst_skew,620,ps
synthesis,syn_area,21500,um^2
finish,areaGrowthSynthToFinish,15.3,%
floorplan,io_pins,88,
clock_network,tritoncts,"done",
power_and_ir_drop,leakage,12.9,nW
setup_path,reg2reg_from,"counter[1]",
floorplan,die_y,234,um
sta,finalSetupViolations,0,
run,warnings,137,
detailed_routing,drc_errors,0,
setup_path,path_max_fanout,6,
sta,rsz0062_at_grt,"no",
setup_path,worstPathRequired,11510,ps
floorplan,fp_util,0.408,
hold_path,min_from,"phaseB.D[12]",
setup_path,r2r_cells,13,
setup_path,rrSetupSlack,6210,ps
placement,io_buffer_count,87,
floorplan,fp.dieW,234,um
clock_network,hold_buffers,0,
detailed_routing,drt_iter0_markers,871,
hold_path,hold_end,"phaseB.D[12]",
status,status,"finished, final reports clean",
sta,finalHoldViolations,0,
detailed_routing,detail-route-antenna-nets,0,
detailed_routing,antennaDiodeCount,0,
setup_path,start_kind,"input pin",
synthesis,yosysChipArea,21500,um^2
grt,grt_pass1_vias,17800,
finish,final_cell_mix,"ha_1, inv_1, a21oi_1, mux2_2, nand2_1",
run,max_cap_viol_count,0,
placement,dpl.hpwl,49.4,mm
detailed_routing,vias,17900,
synthesis,ys_seq_frac,0.255,
floorplan,fp.coreArea,52900,um^2
power_and_ir_drop,p_total,3.24,mW
sta,worst_slew_pin_slew,807,ps
synthesis,synth_warnings,2,
setup_path,worstSetupPathType,"in2reg",
finish,layout.cells.most_common,"ha_1",
sta,relSlewSlack,0.448,
detailed_routing,first_pass_iters,22,
floorplan,dieArea,54800,um^2
grt,overflow,0,
synthesis,synth_cells,2347,
setup_path,crit_top_cell,"o21ai_0",
clock_network,cts_resized,0,
synthesis,avgSynthCellArea,9.18,um^2
clock_network,clock-sinks,214,
clock_network,clockBufferDepth,3,
synthesis,synth_cell_types,73,
detailed_routing,wl_per_cell,19.2,um
setup_path,cp.arrival,10930,ps
detailed_routing,drt-total-wl,63.2,mm
setup_path,endpoint_kind,"register",
synthesis,yosys_most_used_dff,"dfstp_2",
power_and_ir_drop,ir_drop,0.0937,mV
clock_network,cts_setup_buffers,0,
synthesis,ys.flops,214,
clock_network,clk_pin_slew_worst_paths,40,ps
synthesis,ys_cells,2347,
sta,drv_slew,0,
detailed_routing,viasPerCell,5.44,
clock_network,cts_buffers,30,
setup_path,cpMaxStageDelayCell,"clkdlybuf4s50_1",
grt,antenna_found_initial,0,
clock_network,cts_root_buf,"clkbuf_16",
clock_network,h-tree-depth,1,
placement,globalplace.congestion,0.995,
synthesis,synth-edff-count,0,
floorplan,rows,84,
finish,drive_gt1_frac,0.141,
synthesis,ys_async_sr_fraction,1.00,
power_and_ir_drop,powerDensity,130,nW/um^2
hold_path,hold_path.class,"reg2reg",
setup_path,crit_start,"iPERIOD[2]",
grt,grt_usage,0.244,
hold_path,whs_path_depth,2,
grt,grt_first_pass_wirelength,98.7,mm
sta,tns,0,ps
-- where the power goes --
| part | total (mW) | switching [mW] | internal (mW) |
|---|---|---|---|
| sequential | 0.811 | 0.144 | 0.667 |
| clock | 0.566 | 0.238 | 0.328 |
| combinational | 1.86 | 1.02 | 0.844 |
-- area by class of cell --
| cell class | count | area [um^2] |
|---|---|---|
| inverter | 265 | 995 |
| tap | 688 | 861 |
| clock buffer | 40 | 830 |
| fill | 4910 | 28000 |
| clock inverter | 115 | 536 |
| timing repair buffer | 131 | 1220 |
| multi-input combinational | 1831 | 14900 |
| sequential | 214 | 5500 |
-- metal layers --
| layer | GRT usage | up-vias | part of all wire |
|---|---|---|---|
| met3 | 0.0379 | 79 | 0.045 |
| met2 | 0.418 | 330 | 0.49 |
| met1 | 0.329 | 8567 | 0.44 |
| met5 | 0 | - | 0 |
| met4 | 0.0513 | 0 | 0.024 |
| li1 | - | 8896 | - |
-- metrics by stage --
| stage | instance area (um^2) | hold slack [ps] | setup WS, ps | util | cells |
|---|---|---|---|---|---|
| after floorplan | 21500 | 405 | 1320 | - | 2347 |
| after global placement | 23500 | 416 | 10.3 | 0.444 | 3130 |
| after detailed placement | 23500 | 426 | 18.1 | 0.444 | 3130 |
| after CTS | 24800 | 426 | 613 | 0.470 | 3284 |
| after global routing | 24800 | 444 | 37.6 | 0.470 | 3284 |
| final | 24800 | 426 | 577 | 0.470 | 3284 |
-- worst max path at each step --
stage	cells past startpoint	to
4_1_cts	28	phaseA.pad_n
5_1_grt	28	phaseA.pad_n
6_report	30	phaseB.pad_n
-- critical path: cells and delay by family --
kind            cells  cell delay (ps)
compound gates     14             2640
fa+ha+maj           4             1460
buf+inv             3              820
simple gates        4              520
mux                 1              100
xor+xnor            4             1020
-- cells by family (layout without fill, tap and decap cells) --
family,after synthesis,after routing,share of synthesized area
xor gates and xnor gates,160,160,0.0657
adders and majority gates,403,403,0.238
and+or+nand+nor,496,496,0.115
muxes,198,198,0.101
buffers and inverters,302,551,0.0528
AOI/OAI and AO/OA,574,574,0.173
DFF,214,214,0.255
-- cell usage after synthesis, types with 8 or more instances --
library cell | count | area (um^2)
a211oi_1 | 21 | 158
a21boi_0 | 18 | 135
a21o_1 | 93 | 698
a21oi_1 | 159 | 796
a31oi_1 | 22 | 138
and3_1 | 13 | 81.3
clkbuf_1 | 29 | 109
dfrtn_1 | 99 | 2480
dfstp_2 | 115 | 3020
fa_1 | 12 | 240
ha_1 | 391 | 4890
inv_1 | 266 | 998
mux2_2 | 145 | 1630
mux2i_1 | 52 | 521
nand2_1 | 129 | 484
nand2b_1 | 25 | 156
nand3_1 | 30 | 150
nand4_1 | 50 | 313
nor2_1 | 109 | 409
nor2b_1 | 39 | 244
nor3_1 | 39 | 195
nor3b_1 | 13 | 97.6
o21a_1 | 44 | 330
o21ai_0 | 112 | 561
o21bai_1 | 13 | 97.6
o22ai_1 | 8 | 50.1
o31ai_1 | 11 | 82.6
or2_2 | 8 | 50.1
or3_1 | 14 | 87.6
xnor2_1 | 103 | 902
xor2_1 | 56 | 490
Power figures rest on the tool's default switching activity, not on a simulated workload.
